--- flow/design.v ---
`timescale 1ns / 1ps
module MCycle
    #(parameter width = 4)  
    (
        input CLK,
        input RESET,  
        input Start,  
        input [1:0] MCycleOp,  
        input [width-1:0] Operand1,  
        input [width-1:0] Operand2,  
        output reg [width-1:0] Result1,  
        output reg [width-1:0] Result2,  
        output reg Busy  
    );
    parameter IDLE = 1'b0 ;   
    parameter COMPUTING = 1'b1 ;  
    reg state = IDLE ;
    reg n_state = IDLE ;
    reg [7:0] count = 0 ;  
    reg done;
    reg [2*width-1:0] temp_sum = 0 ;         
    reg [2*width-1:0] temp_sum_after_op;  
    reg [2*width-1:0] shifted_op1_mul = 0 ;  
    reg [width-1:0] shifted_op2_mul = 0 ;  
    reg carry = 0 ;
    reg [1:0] qn = 0;
    reg [2*width:0] op2_abs;  
    reg quotient_sign;
    reg remainder_sign;
    reg [width-1:0] quotient_abs;
    reg [2*width:0] remainder_abs;
    reg [2*width:0] temp_remainder;
    always@( state, done, Start, RESET ) begin : IDLE_PROCESS  
        Busy <= 1'b0 ;
        n_state <= IDLE ;
        if(~RESET)
            case(state)
                IDLE: begin
                    if(Start) begin  
                        n_state <= COMPUTING ;
                        Busy <= 1'b1 ;
                    end
                end
                COMPUTING: begin
                    if(~done) begin
                        n_state <= COMPUTING ;
                        Busy <= 1'b1 ;
                    end
                end        
            endcase    
    end
    always@( posedge CLK ) begin : STATE_UPDATE_PROCESS  
        state <= n_state ;    
    end
    always@( posedge CLK ) begin : COMPUTING_PROCESS  
        if( RESET | (n_state == COMPUTING & state == IDLE) ) begin  
            count <= 0;
            done <= 1'b0 ;
            temp_sum <= 0 ;
            if (MCycleOp == 2'b00) begin  
                shifted_op1_mul <= Operand1[width-1] ? {{(width+1){1'b1}}, Operand1} : {{(width+1){1'b0}}, Operand1};  
                shifted_op2_mul <= Operand2;
                carry <= 1'b0;
            end else if (MCycleOp == 2'b01) begin  
                shifted_op1_mul <= {{(width){1'b0}}, Operand1};
                shifted_op2_mul <= Operand2;
            end
            else if (MCycleOp == 2'b10) begin  
                remainder_abs <= Operand1[width-1] ? {{(width+1){1'b0}}, ~Operand1 + 1'b1} : {{(width+1){1'b0}}, Operand1};
                op2_abs <= Operand2[width-1] ? {1'b0, (~Operand2 + 1'b1), {width{1'b0}}} : {1'b0, Operand2, {{width{1'b0}}}};  
                quotient_sign <= Operand1[width-1] ^ Operand2[width-1];  
                remainder_sign <= Operand1[width-1];  
                quotient_abs <= 1'b0;
            end else begin  
                remainder_abs <= {{(width+1){1'b0}}, Operand1};
                op2_abs <= {1'b0, Operand2, {{width{1'b0}}}};
                quotient_sign <= 1'b0;
                remainder_sign <= 1'b0;
                quotient_abs <= 1'b0;
            end
            Result1 <= 0 ;
            Result2 <= 0 ;
        end 
        else if (state == COMPUTING) begin
            count <= count + 1;
            done <= 1'b0 ;
            if (MCycleOp == 2'b01) begin  
                if(shifted_op2_mul[0])  
                temp_sum = temp_sum + shifted_op1_mul ;  
                shifted_op2_mul = {1'b0, shifted_op2_mul[width-1 : 1]} ;
                shifted_op1_mul = {shifted_op1_mul[2*width-2 : 0], 1'b0} ; 
                if (count == width-1)
                    done <= 1'b1 ; 
                Result2 <= temp_sum[2*width-1 : width] ;
                Result1 <= temp_sum[width-1 : 0] ; 
            end else if (MCycleOp == 2'b00) begin
               qn = {shifted_op2_mul[0], carry};
               case(qn)
                   2'b01:  temp_sum_after_op = temp_sum + shifted_op1_mul;       
                   2'b10:  temp_sum_after_op = temp_sum - shifted_op1_mul;       
                   default: temp_sum_after_op = temp_sum;                        
               endcase
               carry <= shifted_op2_mul[0];
               shifted_op2_mul <= {temp_sum_after_op[0], shifted_op2_mul[width-1:1]}; 
               temp_sum <= {temp_sum_after_op[2*width-1], temp_sum_after_op[2*width-1:1]}; 
               if (count == width) 
                   done <= 1'b1 ;           
               Result2 <= temp_sum[width-1:0] ;      
               Result1 <= shifted_op2_mul;
            end else begin  
                temp_remainder = remainder_abs + ~op2_abs + 1'b1;
                if (temp_remainder[2*width]) begin  
                    quotient_abs <= {quotient_abs[width-2:0], 1'b0};
                end else begin
                    remainder_abs <= temp_remainder;
                    quotient_abs <= {quotient_abs[width-2:0], 1'b1};
                end
                op2_abs <= {1'b0, op2_abs[2*width:1]};
                if (count == width + 1) begin
                    done <= 1'b1;
                end
                Result1 <= quotient_sign ? ~quotient_abs + 1'b1 : quotient_abs;
                Result2 <= remainder_sign ? ~remainder_abs[width-1:0] + 1'b1 : remainder_abs[width-1:0];
            end
        end
    end
endmodule
--- flow/run.sh ---
#!/bin/bash
# OpenROAD 26Q1-2900-gdf79404cd8, Yosys 0.63+post, stock flow scripts
make -C /OpenROAD-flow-scripts/flow DESIGN_CONFIG=/design/flow/config.mk WORK_HOME=/design/flow/orfs finish
--- flow/config.mk ---
export PLATFORM = sky130hd
export DESIGN_NAME = MCycle
export DESIGN_NICKNAME = MCycle
export VERILOG_FILES = /design/flow/design.v
export SDC_FILE = /design/flow/constraint.sdc
export NUM_CORES = 4
export LEC_CHECK = 1
export CORE_UTILIZATION = 50
--- flow/constraint.sdc ---
current_design MCycle

set clk_period 4.4
set clk_io_pct 0.2

create_clock -name clk0 -period $clk_period [get_ports {CLK}]

set non_clock_inputs [all_inputs -no_clocks]
set_input_delay [expr $clk_period * $clk_io_pct] -clock clk0 $non_clock_inputs
set_output_delay [expr $clk_period * $clk_io_pct] -clock clk0 [all_outputs]
==> flow_metrics.rpt <==
RUN METRICS
----------------------------------------------------
[Logic synthesis]
  Most frequent cells after synthesis ........................ inv_1, nor2_1, nand2_1
  Cell type contributing the most total cell area after synthesis ........................ edfxtp_1
  Netlist cell types ........................ ~59
  Number of storage elements in the synthesis netlist ........................ slightly above 60
  Mapped Avg Cell Area ........................ 8.87 sq um
  Top area cell types ........................ edfxtp_1, dfxtp_1, ha_1, o21ai_0, a21oi_1
  Sequential-to-total area share from yosys stat ........................ between 30% and 40%
  Portion of synthesized cell area occupied by the leading cell type ........................ 25.3%
  Synth async-reset ratio ........................ 0%
  Synth warnings ........................ 1
  Syn Std Cell Area ........................ roughly 4200 sq um
  Most used flip-flop cell after synthesis ........................ edfxtp_1
  Ys cells ........................ ~470
  Flip-flops with a built-in enable ........................ 35
  Number of instances in the synthesized netlist ........................ around 470
  Yosys stat area ........................ 4160 sq um

[Global route]
  Global routing met1 resource utilization ........................ 41.0%
  Vias in the first global route ........................ 3077
  Total global routing track utilization ........................ 24.1%
  Initial antenna violation count ........................ 0
  Global routing usage on met2 ........................ ~34%
  Global-route wire length before repair ........................ approximately 15000 microns
  Met3 track demand over resource ........................ roughly 6%
  Largest net degree at the start of global routing ........................ 38
  Overflow after GRT ........................ 0
  Layer with the highest usage after global routing ........................ met1

[Timing]
  Worst slew pin tran ........................ slightly below 0.9 ns
  Crit path time final ........................ 3.01 ns
  RSZ-0062 raised after global routing ........................ false
  Clock skew after layout ........................ just under 0.009 ns
  Final TNS setup ........................ 0 ns
  Final number of setup-violating endpoints ........................ 0
  Number of max-slew violations in the final report ........................ 0
  Final count of hold timing violations ........................ 0
  Period Utilization, post-route ........................ just under 70%
  Peak clock frequency supported by timing ........................ roughly 330 MHz
  Slew Limit Headroom ........................ around 40%

[Drt]
  Residual DRC ........................ 0
  Antenna diodes ........................ 0
  DRT Pass-1 Iters ........................ 5
  Number of DRC violations after detailed-routing iteration 0 ........................ ~250
  Ratio of routed vias to standard cells ........................ between 5 and 6
  Post-route antenna net violation count ........................ 0
  Average wire length per cell after detail routing ........................ between 15 and 20 microns
  DRT Wirelength ........................ 9310 microns
  Via Count ........................ ~3300

[Setup path]
  Required @ worst endpoint ........................ 3.52 ns
  Critical-path maximum fanout ........................ 3
  Worst setup path category ........................ in -> out
  Worst path cell trace ........................ clkdlybuf4s50_1, nand2_1, a21oi_1, clkdlybuf4s50_1
  First element of the critical path ........................ Start
  Top cell by count, worst path ........................ clkdlybuf4s50_1
  Buffer and inverter count on the worst path ........................ 2
  Worst r2r src ........................ remainder_abs[0]
  Delay-heaviest family, CP ........................ buffers and inverters
  Longest individual stage delay on the worst path ........................ ~0.52 ns
  Data arrival, critical path ........................ 2.13 ns
  Depth of the worst register-to-register path ........................ 9
  Slowest cell on the critical path ........................ clkdlybuf4s50_1
  Startpoint kind of the worst setup timing path ........................ primary input
  Critical R2R Capture ........................ remainder_abs[2]
  Logic depth of the worst path, buffers included ........................ 4
  Reg2reg setup slack ........................ between 1 and 1.5 ns
  Endpoint kind of the worst setup timing path ........................ output port
  Termination of the worst setup path ........................ Busy

[Clocking]
  Cells resized by post-CTS repair ........................ 0
  Cts bufs inserted ........................ 9
  # H-tree levels ........................ 3
  Root buf cell ........................ clkbuf_8
  Insertion Delay late pin ........................ 0.34 ns
  Hold Buf Count CTS ........................ 0
  CTS tree ........................ yes
  Maximum buffer depth of the clock tree ........................ 2
  Number of sinks on the clock net ........................ slightly above 60
  Register clock-pin slew on the reported worst setup and hold paths ........................ ~0.06 ns
  Total setup buffers inserted after CTS ........................ 0

[Die]
  Row count ........................ 32
  I/O pin total ........................ 22
  DIE WIDTH ........................ between 90 and 100 microns
  Die Height ........................ around 93 microns
  Effective utilization at floorplan ........................ 52.7%
  Area of the placeable core ........................ 7890 sq um
  Area of the chip ........................ 8690 sq um

[Pwr]
  Power after layout ........................ around 1.5 mW
  Worst ir drop on vdd ........................ about 0.00026 V
  Power density cells ........................ roughly 330 nW/um^2
  Leakage power total ........................ between 1.5 and 2 nW

[Place]
  PortBufs ........................ 21
  Half-perimeter wire length of the detailed placement result ........................ between 6000 and 7000 microns
  Gpl congestion ........................ roughly 0.89

[Worst hold path]
  Class of the tightest hold or removal check ........................ reg -> reg

[Run]
  Reported max-cap violation count ........................ 0
  Number of warnings the tools reported ........................ 35

[Cells and area]
  Share of post-route cells with drive strength above 1 ........................ under 10%
  Final core occ ........................ roughly three fifths
  Growth of design area from synthesis to finish ........................ 12.1%

[Run status]
  Run status ........................ completed

----------------------------------------------------
==> metal layers <==
metal	share of wire [%]	up-vias
met4	0.81	0
met2	42	90
met3	6.4	6
met1	51	1529
li1	-	1722
met5	0	-
==> where the power goes <==
part           switching, mW  internal [mW]
sequential            0.0344          0.650
combinational          0.184          0.137
clock                  0.218          0.302
total                  0.436           1.09
==> state kept, by name (all words and copies together), names as in the netlist, 8 cells and up <==
signal and count:
count 8, op2_abs 8, remainder_abs 8, shifted_op1_mul 8
temp_sum 8
==> area by class of cell <==
class	instances	area, sq um
clock buffer	14	205
clock inverter	2	10.0
fill	661	3230
inverter	40	150
multi-input combinational	344	2340
sequential	61	1570
tap	102	128
timing repair buffer	27	255
==> stage by stage <==
step                      std cells  worst slack [ns]  hold WS, ns  area [sq um]
after detailed placement        574              1.24        0.462          4450
after CTS                       590              1.38        0.472          4660
after global placement          574              1.24        0.458          4450
after floorplan                 469              1.31        0.431          4160
after global routing            590              1.17        0.499          4660
final                           590              1.39        0.468          4660
==> how the worst min path moves through the flow <==
stage	startpoint	endpoint	cells past startpoint
CTS	Result1[3]	Result1[3]	2
finish	Result1[3]	Result1[3]	2
global route	Result1[3]	Result1[3]	2
==> cells by family after synthesis <==
family,Yosys count,share of synthesized area [%]
buffers and inverters,64,5.99
adder cells (fa/ha/maj),33,10.5
multiplexers,8,1.99
AND/OR/NAND/NOR,139,16.4
XOR/XNOR,19,4.00
flip-flops,61,37.8
AND-OR/OR-AND,145,23.4
==> worst min-delay path: cells and delay by family, from the launching register on <==
kind	cells	cell delay [ns]
and+or+nand+nor	1	0.06
AOI/OAI and AO/OA	1	0.05
DFF	1	0.31
==> cell usage in the layout, fill, tap and decap left out, types with 6 or more instances in the layout <==
| master | count |
|---|---|
| a211oi_1 | 7 |
| a21o_1 | 8 |
| a21oi_1 | 32 |
| a31oi_1 | 7 |
| buf_4 | 6 |
| clkbuf_8 | 11 |
| clkdlybuf4s50_1 | 21 |
| dfxtp_1 | 26 |
| edfxtp_1 | 35 |
| ha_1 | 30 |
| inv_1 | 40 |
| mux2i_1 | 6 |
| nand2_1 | 39 |
| nand2b_1 | 14 |
| nor2_1 | 40 |
| nor2b_1 | 7 |
| nor3_1 | 10 |
| o21a_1 | 6 |
| o21ai_0 | 38 |
| xnor2_1 | 11 |
| xor2_1 | 8 |
Power is estimated from default activity; no workload was simulated.
