==> /design/flow/design.v <==
`timescale 1ns / 1ps
module ExecutePipelineRegisters ( 
        input CLK,
        input FlushE,
        input MCycleBusy,
        input [1:0] PCSD,
        input RegWriteD,
        input MemtoRegD,
        input MemWriteD,
        input [3:0] ALUControlD,
        input [1:0] ALUSrcAD,
        input [1:0] ALUSrcBD,
        input [31:0] RD1D,
        input [31:0] RD2D,
        input [31:0] ExtImmD,
        input [4:0] rdD,
        input [31:0] PCD,
        input [4:0] rs1D,
        input [4:0] rs2D,
        input PredictedTakenD,
        input [31:0] PredictedBTAD,
        input [2:0] Funct3D,
        input [6:0] OpcodeD,
        input [6:0] Funct7D,
        output reg [1:0] PCSE,
        output reg RegWriteE,
        output reg MemtoRegE,
        output reg MemWriteE,
        output reg [3:0] ALUControlE,
        output reg [1:0] ALUSrcAE,
        output reg [1:0] ALUSrcBE,
        output reg [31:0] RD1E,
        output reg [31:0] RD2E,
        output reg [31:0] ExtImmE,
        output reg [4:0] rdE,
        output reg [31:0] PCE,
        output reg [4:0] rs1E,
        output reg [4:0] rs2E,
        output reg PredictedTakenE,
        output reg [31:0] PredictedBTAE,
        output reg [2:0] Funct3E,
        output reg [6:0] OpcodeE,
        output reg [6:0] Funct7E
    );
    initial begin
        PCSE = 0;
        RegWriteE = 0;
        MemtoRegE = 0;
        MemWriteE = 0;
        ALUControlE = 0;
        ALUSrcAE = 0;
        ALUSrcBE = 0;
        RD1E = 0;
        RD2E = 0;
        ExtImmE = 0;
        rdE = 0;
        PCE = 0;
        rs1E = 0;
        rs2E = 0;
        PredictedTakenE = 0;
        PredictedBTAE = 0;
        Funct3E = 0;
        OpcodeE = 0;
        Funct7E = 0;
    end
	always @ (posedge CLK) begin	
	   if (!MCycleBusy) begin   
           if (FlushE) begin
               PCSE <= 0;
               RegWriteE <= 0;
               MemtoRegE <= 0;
               MemWriteE <= 0;
               ALUControlE <= 0;
               ALUSrcAE <= 0;
               ALUSrcBE <= 0;
               RD1E <= 0;
               RD2E <= 0;
               ExtImmE <= 0;
               rdE <= 0;
               PCE <= 0;
               rs1E <= 0;
               rs2E <= 0;
               OpcodeE <= 0;
               Funct7E <= 0;
               PredictedTakenE <= 0;
               PredictedBTAE <= 0;
               Funct3E <= 0;
           end else begin
               PCSE <= PCSD;
               RegWriteE <= RegWriteD;
               MemtoRegE <= MemtoRegD;
               MemWriteE <= MemWriteD;
               ALUControlE <= ALUControlD;
               ALUSrcAE <= ALUSrcAD;
               ALUSrcBE <= ALUSrcBD;
               RD1E <= RD1D;
               RD2E <= RD2D;
               ExtImmE <= ExtImmD;
               rdE <= rdD;
               PCE <= PCD;  
               rs1E <= rs1D;
               rs2E <= rs2D;
               PredictedTakenE <= PredictedTakenD;
               PredictedBTAE <= PredictedBTAD;
               Funct3E <= Funct3D;
               OpcodeE <= OpcodeD;
               Funct7E <= Funct7D;
           end
       end
	end
endmodule
==> /design/flow/run.sh <==
#!/bin/bash
# OpenROAD 26Q1-2900-gdf79404cd8, Yosys 0.63+post, stock flow scripts
make -C /OpenROAD-flow-scripts/flow DESIGN_CONFIG=/design/flow/config.mk WORK_HOME=/design/flow/orfs finish
==> /design/flow/config.mk <==
export PLATFORM = sky130hd
export DESIGN_NAME = ExecutePipelineRegisters
export DESIGN_NICKNAME = ExecutePipelineRegisters
export VERILOG_FILES = /design/flow/design.v
export SDC_FILE = /design/flow/constraint.sdc
export NUM_CORES = 4
export LEC_CHECK = 1
export CORE_AREA = 10 10 259 259
export DIE_AREA = 0 0 269 269
==> /design/flow/constraint.sdc <==
current_design ExecutePipelineRegisters

set clk_period 1.0
set clk_io_pct 0.2

create_clock -name clk0 -period $clk_period [get_ports {CLK}]

set non_clock_inputs [all_inputs -no_clocks]
set_input_delay [expr $clk_period * $clk_io_pct] -clock clk0 $non_clock_inputs
set_output_delay [expr $clk_period * $clk_io_pct] -clock clk0 [all_outputs]
==> Slide: Implementation Results <==
Run Summary

Status
  • Run status: finished with violations
  • Failing checks: negative setup slack

Worst setup path
  • Critical Path Sink Type: output pin
  • Sequence of cells on the critical path: buf_2
  • Startpoint class of the critical path: flip-flop
  • Family with the most delay on the worst path: flip-flops
  • Slowest CP cell: edfxtp_1
  • Worst Path Required: 0.80 ns
  • Buf/Inv on CP: 1
  • Crit-path max cell delay: 0.42 ns
  • CP max FO: 1
  • Crit. Startpoint: Funct3E[0]
  • Worst EP arrival: 1.10 ns
  • Crit path kind: flip-flop to output pin

Route
  • DRC viols: 0
  • Vias per Instance: roughly 2.9
  • Number of diodes: 0
  • Total number of vias: around 5000
  • Initial drt markers: approximately 270
  • Drt wl/cell: approximately 15 µm
  • DR pass1 iterations: 4
  • Routed Antenna Nets: 0
  • Total wire length: about 27 mm

Final layout
  • Fillers: between 6000 and 7000
  • Share of cells above drive strength 1: approximately a third
  • Area Overhead vs Synth: 73.3%
  • Fin area: 0.0132 mm²
  • Finished Layout Cells: approximately 1800

Run
  • Tool warnings: 28
  • # Max-Cap Violations: 0

Global routing
  • Antenna violations before repair: 9
  • Tot GR Track Use: 6.98%
  • Largest net degree at the start of global routing: 28
  • First-pass GRT wire length: 36.6 mm
  • Number of global-route vias before repair: roughly 5600
  • Gr ovfl total: 0

STA
  • Max-slew violations: 0
  • Relative slew slack: between 80% and 90%
  • Worst setup margin: -0.301 ns
  • Fmax: slightly below 800 MHz
  • Final Critical Period: between 1 and 1.5 ns
  • Least-Margin Pin Slew: about 0.22 ns
  • Setup TNS: -46.44 ns
  • Setup Viol. Count Final: ~210
  • Cycle use final: 130%
  • RSZ-0062 raised after global routing: yes
  • Final Hold Violation Tally: 0

Synth
  • Post-synthesis compound-gate area fraction: 0%
  • Top-area cell share: between 80% and 90%
  • Dominant cell type by area after synthesis: edfxtp_1
  • Registers, synthesis: approximately 200
  • Sequential-to-total area share from yosys stat: approximately 81%
  • Yosys warning total: 1
  • Yosys stat chip area: around 0.0076 mm²
  • Mapped Area: 0.00760 mm²
  • Simple share: between 10% and 20%
  • Biggest area cells: edfxtp_1, nor2b_1, buf_2, and2b_1, clkbuf_1
  • Unique cell types: 7
  • Mux frac, synth: 0%
  • Main logic family: simple AND/OR/NAND/NOR gates
  • Syn Inst Count: around 440
  • Syn avg cell area: around 17 µm²
  • XOR Share, Synth: 0%
  • Synth Area in Adders: 0%
  • Yosys cell count: ~440

Pwr
  • Logic pwr share: between 10% and 20%
  • Internal power: between 15000 and 20000 µW
  • Switching Share: a little over a fifth
  • Psw: about 4600 µW
  • Cell Pwr Density: 1680 mW/mm²
  • Clock group share of total power: around 42%
  • Peak supply drop: 1.30 mV
  • Leakage power: 0.00483 µW
  • Part of the power in registers: a little under half
  • Total power: between 20000 and 25000 µW

CTS
  • Root Driver: clkbuf_16
  • CTS tree: built
  • CTS buffer count: 26
  • # H-tree levels: 1
  • Hold_buf cts: 0
  • Clock sink total: slightly above 200
  • Clock Path Buffers: 3
  • Reg clk slew, reported paths: approximately 0.05 ns

Floorplan
  • Cell Rows: 91
  • Core Footprint: 0.0616 mm²
  • IO Count: 415
  • Total die area: 0.0724 mm²
  • Die X: around 270 µm
  • FP Util: 12.3%
  • Die Y: between 200 and 300 µm

Placement
  • Placed cell area: 0.0132 mm²
  • Post-DP HPWL: between 20 and 25 mm
  • Worst slack at placement: -0.578 ns
  • PortBufs: between 400 and 500
  • RD Place Congestion: approximately 0.83
  • Placed cell count: 1706

Worst hold path
  • Worst min-delay path class: input pin to flip-flop
  • Hold Path Origin: FlushE
-- synth_stat cells (all sizes together) --
master	instances
buf	16
edfxtp	206
and2b	5
inv	1
nor2b	201
clkbuf	7
-- what timing repair did --
action                                  CTS  global route
resized                                 702            22
gates cloned                              0             1
endpoints found under the setup margin  206           269
setup buffers                             0             3
-- power by group through the flow --
stage	Clock, µW	Sequential [µW]	Combinational [µW]
5_1_grt	10100	10500	2610
4_1_cts	9760	10400	2410
6_report	9360	10400	2370
-- area by class of cell --
cell class                      count  area [µm²]  area share [%]
Clock buffer                       30         687            5.22
Multi-Input combinational cell    206        1290            9.84
Timing Repair Buffer              460        3770            28.6
Inverter                            1        7.51          0.0570
Sequential cell                   206        6190            47.0
Clock inverter                     16         173            1.31
Tap cell                          837        1050            7.96
-- state kept, by name, summed over array words and instances, names as in the netlist, 4 cells and up --
signal         count
ExtImmE           32
rs1E               5
PCE               32
OpcodeE            7
RD2E              32
PredictedBTAE     32
rs2E               5
Funct7E            7
rdE                5
RD1E              32
ALUControlE        4
-- metal layers --
layer / vias up / GRT usage, % / routed length (µm)
li1: 2454 / - / -
met1: 2355 / 7.70 / 9550
met2: 282 / 10.9 / 12200
met3: 44 / 4.90 / 4230
met4: 14 / 1.41 / 612
met5: - / 0 / 107
-- cells by family after synthesis --
family | after synthesis
flops | 206
simple gates | 206
buf+inv | 24
-- per-stage QoR --
stage	utilization, %	hold slack (ns)
floorplan	-	0.401
global placement	21.5	0.593
detailed placement	21.5	0.617
CTS	21.2	0.00731
global route	21.4	0.0131
finish	21.4	0.0374
-- placed cells by master, fill, tap and decap left out --
cell               n
dlymetal6s2s_1     1
buf_6             11
buf_4             27
and2b_1            5
bufinv_16          3
edfxtp_1         206
clkbuf_16         28
clkinv_2           2
clkbuf_1           3
nor2b_1          201
clkinvlp_4         4
clkinv_1           4
clkdlybuf4s50_1  206
clkinv_4           2
buf_12            18
buf_2            196
inv_6              2
-- path summary, 6_finish.rpt --
| kind | depth (start not counted) | endpoint | slack [ns] |
|---|---|---|---|
| setup / recovery | 1 | Funct3E[0] | -0.30 |
| hold / removal | 2 | PCE[23] | 0.04 |
Power is estimated from default activity; no workload was simulated.
